<file path="run.sh">
#!/bin/bash
# OpenROAD 26Q1-2900-gdf79404cd8, Yosys 0.63+post, stock flow scripts
make -C /OpenROAD-flow-scripts/flow DESIGN_CONFIG=/design/flow/config.mk WORK_HOME=/design/flow/orfs finish
</file>
<file path="config.mk">
export PLATFORM = sky130hd
export DESIGN_NAME = Ram
export DESIGN_NICKNAME = Ram
export VERILOG_FILES = /design/flow/design.v
export SDC_FILE = /design/flow/constraint.sdc
export NUM_CORES = 4
export LEC_CHECK = 1
export CORE_UTILIZATION = 30
</file>
<file path="constraint.sdc">
current_design Ram

set clk_period 3.0
set clk_io_pct 0.2

create_clock -name clk0 -period $clk_period [get_ports {i_clk}]

set non_clock_inputs [all_inputs -no_clocks]
set_input_delay [expr $clk_period * $clk_io_pct] -clock clk0 $non_clock_inputs
set_output_delay [expr $clk_period * $clk_io_pct] -clock clk0 [all_outputs]
</file>
<file path="design.v">
module Ram #(
    parameter int DATA_WIDTH = 8,
    parameter int MEM_SIZE   = 16
) (
    input  logic                   i_clk,      
    input  logic                   i_we,           
    input  logic                   i_jmp,     
    input  logic [DATA_WIDTH-1:0]  i_addr,         
    input  logic [DATA_WIDTH-1:0]  i_bus_data,     
    output logic [DATA_WIDTH-1:0]  o_bus_data      
);
    logic [DATA_WIDTH-1:0] mem [0:MEM_SIZE-1];   
    always_ff @(posedge i_clk) begin
        if (i_we) begin
            mem[i_addr[3:0]] <= i_bus_data;
        end
    end
    always_comb begin
        if (i_jmp) begin
            o_bus_data = {4'h0, mem[i_addr[3:0]][3:0]};
        end else begin
            o_bus_data = mem[i_addr[3:0]];
        end
    end
endmodule
</file>
==> GITHUB_STEP_SUMMARY <==
### Yosys + OpenROAD results

| Metric | Value |
|---|---|
| Result of the run | `complete, no violations` |
| Main logic family | `multiplexers` |
| PortBufs | `22` |
| DR WL/cell | `18.93 um` |
| Tool warnings | `29` |
| Max reg flops | `approximately 130` |
| First drt pass iteration count | `6` |
| Cell Pwr Density | `between 600 and 700 mW/mm^2` |
| Area leader, netlist | `edfxtp_1` |
| Width of the die | `131.0 um` |
| Nature of the critical path endpoint | `output pin` |
| Part of the power in the clock network | `around 46%` |
| CP Launch Type | `input port` |
| Compound-Gate Fraction of Synth Area | `under 10%` |
| CTS Sinks | `between 100 and 150` |
| Switching Share | `18.67%` |
| Int Pwr | `0.003419 W` |
| Worst Hold Class | `input port to flop` |
| Clock Tree Root | `clkbuf_16` |
| Worst Tran Pin Value | `0.5509 ns` |
| Via count | `roughly 2.5k` |
| Design Power | `0.004205 W` |
| Slew HR | `a little over three fifths` |
| Top cells by count | `128 x edfxtp_1, 27 x mux4_2, 17 x nor2_1` |
| Top cell area share | `a little under 80%` |
| First-pass GRT wire length | `15.67 mm` |
| RePlAce Congestion | `0.7729` |
| Simple Share, Synth | `3.762%` |
| Post-cts hold buffer count | `0` |
| GR Overflow Total | `0` |
| Fmax | `348.0 MHz` |
| RSZ-0062 raised after global routing | `no` |
| Final Slew Violations | `0` |
| Syn Area/Cell | `21.05 um^2` |
| Drt total wl | `10.03 mm` |
| Crit Path Class | `input port to output pin` |
| Top cells, area | `edfxtp_1 77%, mux4_2 12%, mux2_2 2.0%` |
| Leakage | `2.107 nW` |
| Remaining DRCs | `0` |
| Core ar. | `0.01606 mm^2` |
| Min Hold Slack | `1.103 ns` |
| FP Core Util | `31.07%` |
| Cell count after synthesis | `approximately 240` |
| Post-route ant nets | `0` |
| Synth async-reset ratio | `0%` |
| Longest Clk Path Bufs | `2` |
| Synth mux share | `between 10% and 20%` |
| Antenna violations before repair | `0` |
| Detailed Place HPWL | `5.981 mm` |
| Cell Type Count | `22` |
| # rows | `46` |
| Post-synthesis adder-cell area fraction | `0%` |
| Total track usage | `13.82%` |
| Antenna cells | `0` |
| Xor/xnor share | `0%` |
| Sw power | `between 0.0007 and 0.0008 W` |
| Vias in the first global route | `~2.8k` |
| # IOs | `27` |
| Worst-path clk slew | `0.05 ns` |
| Post-synth EDFFs | `128` |
| Final hold violation count | `0` |
| Final Setup Violations | `0` |
| Yosys reg bits | `~130` |
| Post-CTS Setup Bufs | `0` |
| Largest net degree at the start of global routing | `17` |
| Layout area overhead | `27.51%` |
| Largest fanout on the critical path | `10` |
| CTS H-tree depth | `4` |
| Final Cycle Share | `95.78%` |
| Most frequently used flop master after synthesis | `edfxtp_1` |
| TritonCTS Buffers | `17` |
| Peak supply drop | `384.6 uV` |
| Seq share, synth | `slightly below 80%` |
| Chip height | `131.0 um` |
| Max Cap Viol | `0` |
| Starting DRC count in detailed routing | `206` |
| CTS tree | `yes` |
| Most frequent cell after synthesis | `edfxtp_1` |
| Critical Path AT | `2.27 ns` |
| Layout Utilization | `39.61%` |
| WP data required | `2.40 ns` |
| Synthesized area | `0.004989 mm^2` |
| Yosys stat area | `0.004989 mm^2` |
| Min cycle time layout | `between 2 and 3 ns` |
| Sequential group share of total power | `47.9%` |
| Vias per inst | `approximately 4.8` |
| Die area | `0.01715 mm^2` |
| Share of cells above drive strength 1 | `between 30% and 40%` |
| Combinational power share | `6.0%` |
| YS warnings | `1` |
| Ys cells | `237` |
==> area by class of cell <==
cell class	count	area (um^2)
Clock buffer	20	436.7
Clock inverter	10	120.1
Fill cell	1422	9697
Multi-Input combinational cell	97	1084
Sequential cell	128	3844
Tap cell	216	270.3
Timing Repair Buffer	59	606.8
==> kinds of logic after synthesis <==
logic type,count (synthesis)
flip-flops,128
multiplexers,41
AND/OR/NAND/NOR,39
AND-OR/OR-AND,17
buffers and inverters,12
==> layer usage <==
layer  vias up  part of all wire [%]  GRT usage, %
met5         -                     0             0
met4         0                   1.5         2.028
met3        13                    12         9.453
met2       130                    47         20.32
met1      1272                    39         18.05
li1       1116                     -             -
==> worst paths after layout <==
kind | from | endpoint | slack (ns) | depth (start not counted)
hold / removal | i_addr[0] | mem[8][6] | 1.10 | 5
setup / recovery | i_addr[1] | o_bus_data[3] | 0.13 | 7
==> placed cells by master (no fill, tap or decap) <==
master / Yosys / routed
mux2_2: 9 / 9
and3_1: 1 / 1
nor2b_2: 0 / 1
nand2_1: 5 / 5
clkbuf_1: 2 / 3
nor2b_1: 2 / 1
nor2_1: 17 / 16
bufinv_16: 0 / 3
clkinv_1: 0 / 4
and2_1: 1 / 1
o22ai_1: 4 / 4
dlygate4sd2_1: 0 / 1
o221ai_1: 3 / 3
buf_2: 8 / 1
or3b_2: 1 / 1
clkdlybuf4s50_1: 0 / 18
clkbuf_16: 0 / 17
a22oi_1: 8 / 8
clkinv_2: 0 / 3
nor3_1: 4 / 4
bufbuf_16: 0 / 2
nand3_1: 1 / 1
buf_12: 0 / 5
edfxtp_1: 128 / 128
o31ai_1: 1 / 1
nor2_2: 0 / 1
o32ai_1: 1 / 1
nand2b_1: 5 / 5
nand3b_1: 2 / 2
mux4_2: 27 / 27
mux2i_2: 0 / 1
dlymetal6s2s_1: 0 / 1
clkdlybuf4s15_1: 0 / 1
mux2i_1: 5 / 4
buf_4: 0 / 30
==> power groups by stage <==
stage     clock network [W]  registers (W)  logic, W
6_report            0.00194        0.00202  0.000253
5_1_grt             0.00205        0.00202  0.000275
4_1_cts             0.00197        0.00202  0.000256
==> worst max-delay path, stage by stage <==
cell and delay, ns:
clkdlybuf4s15_1 0.28, buf_12 0.19, buf_4 0.17, mux4_2 0.31, a22oi_1 0.23, nand2_1 0.08
clkdlybuf4s50_1 0.40
==> timing repair <==
item	4_1_cts	5_1_grt
resized	4	3
cloned	2	0
setup endpoints to repair	8	4
==> per-stage QoR <==
stage	cells	setup WS (ns)	instance area, um^2	TNS, ns
after floorplan	237	0.6008	4989	0
after global placement	498	-0.1068	5729	-0.4892
after detailed placement	498	-0.1040	5729	-0.4283
after CTS	530	0.07559	6355	0
after global routing	530	0.009168	6361	0
final	530	0.1267	6361	0
Power is estimated from default activity; no workload was simulated.
