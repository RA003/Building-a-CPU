==> design/flow/design.v <==
module ALU #(
    parameter int DATA_WIDTH = 8
) 
(
    input  logic                   i_clk,
    input  logic                   i_rst,           
    input  logic [DATA_WIDTH-1:0]  i_a,             
    input  logic [DATA_WIDTH-1:0]  i_b,             
    input  logic                   i_opcode,        
    input  logic                   i_bus_wr_en,     
    output logic [DATA_WIDTH-1:0]  o_result,         
    output logic                   o_carry_flag,     
    output logic                   o_zero_flag       
);
    logic [DATA_WIDTH-1:0] result;
    logic                  carry_out;  
    always_comb begin
        result    = '0;
        carry_out = 1'b0;
        case (i_opcode)
            1'b1: begin  
                {carry_out, result} = i_a + i_b;
            end
            1'b0: begin  
                result = i_a - i_b;
                carry_out = 1'b0;  
            end
            default: begin
                result    = '0;
                carry_out = 1'b0;
            end
        endcase
    end
    always_ff @(posedge i_clk) begin
        if (i_rst) begin
            o_carry_flag <= 1'b0;
            o_zero_flag  <= 1'b0;
        end else if (i_bus_wr_en) begin 
            o_carry_flag <= carry_out;
            o_zero_flag  <= (result == '0);
        end
    end
    assign o_result = result;
endmodule
==> design/flow/run.sh <==
#!/bin/bash
# OpenROAD 26Q1-2900-gdf79404cd8, Yosys 0.63+post, stock flow scripts
make -C /OpenROAD-flow-scripts/flow DESIGN_CONFIG=/design/flow/config.mk WORK_HOME=/design/flow/orfs finish
==> design/flow/config.mk <==
export PLATFORM = sky130hd
export DESIGN_NAME = ALU
export DESIGN_NICKNAME = ALU
export VERILOG_FILES = /design/flow/design.v
export SDC_FILE = /design/flow/constraint.sdc
export NUM_CORES = 4
export LEC_CHECK = 1
export CORE_AREA = 10 10 82 82
export DIE_AREA = 0 0 92 92
==> design/flow/constraint.sdc <==
current_design ALU

set clk_period 3.6
set clk_io_pct 0.2

create_clock -name clk0 -period $clk_period [get_ports {i_clk}]

set non_clock_inputs [all_inputs -no_clocks]
set_input_delay [expr $clk_period * $clk_io_pct] -clock clk0 $non_clock_inputs
set_output_delay [expr $clk_period * $clk_io_pct] -clock clk0 [all_outputs]
==> qor_table.md <==
| Result | Reported | Unit |
|---|---|---|
| Drt via density | 3.83 | - |
| Worst-Margin Slew | 258 | ps |
| Die Wd | 92 | µm |
| Final-report max-slew violation count | 0 | - |
| Power density of the placed cells | 225 | nW/µm² |
| Clock slew seen by the registers of the worst setup and hold paths | 30 | ps |
| Final critical delay including setup and external delays | 3540 | ps |
| ANT nets after route | 0 | - |
| Status | finished clean | - |
| Element type at the critical path start | input port | - |
| Register-to-register setup slack | 2700 | ps |
| Source of the critical timing path | i_a[0] | - |
| First-pass GRT wire length | 3940 | µm |
| Number of vias in the routed layout | 859 | - |
| Die Span Y | 92 | µm |
| Total setup violations reported at the end of the flow | 0 | - |
| Launch point of the worst reg-to-reg path | o_zero_flag | - |
| Iteration-0 DRC Markers | 37 | - |
| Chip area in the Yosys report | 832 | µm² |
| Number of H-tree levels | 1 | - |
| Row cnt | 26 | - |
| Count of library flops with an enable pin | 0 | - |
| Relative slew slack | 82.6 | % |
| Post-synthesis cell type with the largest combined area | sky130_fd_sc_hd__ha_1 | - |
| Unrepaired setup endpoints after global routing | true | - |
| Capture instance of the worst register-to-register path | o_zero_flag | - |
| Predominant post-synthesis flop cell | sky130_fd_sc_hd__dfxtp_1 | - |
| Most used standard cell by instance count after synthesis | sky130_fd_sc_hd__ha_1 | - |
| Biggest fanout along the worst timing path | 2 | - |
| Via count of the first global-routing pass | 883 | - |
| Asr flop ratio synth | 0 | % |
| Final global-route overflow total | 0 | - |
| Chip Footprint | 8460 | µm² |
| Crit path kind | in2out | - |
| Initial Util | 16.4 | % |
| Gr usage total | 5.45 | % |
| Clock latency on the worst-skew pair | 210 | ps |
| Distinct cells, synth | 41 | - |
| Number of CTS-inserted buffers | 3 | - |
| Share of the clock period used by the worst path | 98.4 | % |
| Post-Synthesis Cell Area | 832 | µm² |
| Data arrival, critical path | 2820 | ps |
| Share of the yosys chip area belonging to registers | 4.81 | % |
| Count of synthesis-stage warnings from yosys | 1 | - |
| Antenna violations before repair | 0 | - |
| DP Cell Count | 213 | - |
| Routed length per placed instance | 10.6 | µm |
| Type of the worst min-delay path | reg2reg | - |
| Count of max-cap constraint violations | 0 | - |
| Worst hold slack | 579 | ps |
| Total Wirelength | 2370 | µm |
| Cell total in the yosys stat output | 99 | - |
| Core region area | 5070 | µm² |
| P&R area growth vs syn | 82.3 | % |
| Fraction of final layout cells with drive strength greater than 1 | 36.4 | % |
| Tool Warnings | 35 | - |
| Boundary Pins | 30 | - |
| Number of DRC violations after detailed routing | 0 | - |
| Leakage power figure | 0.666 | nW |
| Clock Skew | 0 | ps |
| Post-synthesis area per instance | 8.40 | µm² |
| CP endpoint kind | output port | - |
| Antenna fix cells | 0 | - |
| CTS Hold Buffers Added | 0 | - |
| First drt pass iteration count | 4 | - |
| Master cell of the clock root buffer | sky130_fd_sc_hd__clkbuf_8 | - |
| Buffer depth of the longest clock path | 2 | - |
| Capture point of the critical path | o_result[6] | - |
| Post-route insts no fill | 224 | - |
| Count of port buffers added during placement | 29 | - |
| DP Wirelength | 1920 | µm |
| Final Hold Vio Count | 0 | - |
| CTS sink count | 2 | - |
| Flops out of synthesis | 2 | - |
| CTS tree | built | - |
| Pin count of the biggest net entering global routing | 21 | - |
| Number of cells on the worst reg-to-reg path | 2 | - |
| Achievable clock frequency | 0.282 | GHz |
| Worst Path Required | 2880 | ps |
| Cells after synthesis | 99 | - |
| Final Wtd Congestion | 0.815 | - |
| FILL cells | 550 | - |
| Top-area cell share | 24.1 | % |
| Leading post-synthesis cells by instance count | 16 x sky130_fd_sc_hd__ha_1, 11 x sky130_fd_sc_hd__inv_1, 10 x sky130_fd_sc_hd__nor2_1 | - |
| Max VDD drop | 103 | µV |
| Synth top area cells | sky130_fd_sc_hd__ha_1 24%, sky130_fd_sc_hd__inv_1 5.0%, sky130_fd_sc_hd__dfxtp_1 4.8%, sky130_fd_sc_hd__fa_1 4.8%, sky130_fd_sc_hd__nor2_1 4.5% | - |
==> cell usage in the layout, fill, tap and decap left out, types with 2 or more instances in the layout <==
cell and instances:
sky130_fd_sc_hd__a211o_1 2, sky130_fd_sc_hd__a21oi_1 5, sky130_fd_sc_hd__a311oi_2 2, sky130_fd_sc_hd__and2_1 2, sky130_fd_sc_hd__buf_4 26, sky130_fd_sc_hd__clkbuf_8 3, sky130_fd_sc_hd__clkdlybuf4s50_1 20, sky130_fd_sc_hd__dfxtp_1 2
sky130_fd_sc_hd__dlygate4sd2_1 5, sky130_fd_sc_hd__dlymetal6s2s_1 3, sky130_fd_sc_hd__fa_2 2, sky130_fd_sc_hd__ha_1 11, sky130_fd_sc_hd__ha_4 4, sky130_fd_sc_hd__inv_1 10, sky130_fd_sc_hd__mux2i_1 2, sky130_fd_sc_hd__nand2_1 2
sky130_fd_sc_hd__nand2b_1 3, sky130_fd_sc_hd__nor2_1 9, sky130_fd_sc_hd__nor2b_1 4, sky130_fd_sc_hd__o21ai_1 2, sky130_fd_sc_hd__o31ai_1 2, sky130_fd_sc_hd__o31ai_2 2, sky130_fd_sc_hd__xnor2_1 3
==> what timing repair did <==
item / in CTS / in global routing
setup endpoints to repair: 5 / 3
pin swaps: 11 / 14
buffers inserted: 5 / 3
resized: 17 / 17
endpoints found under the hold margin: 0 / 0
==> per-stage QoR <==
step	worst slack [ps]	area, µm²	util (%)	power, mW	TNS [ps]
finish	57.4	1520	29.9	0.342	0
global route	-40.0	1520	29.9	0.372	-40.0
CTS	-77.3	1420	28.1	0.328	-77.3
detailed placement	-352	1320	25.9	0.226	-1130
global placement	-344	1320	25.9	0.226	-1080
floorplan	740	832	-	0.117	0
==> flip-flops by register name (all words and copies together) (netlist names) <==
signal and flops:
o_zero_flag 1, o_carry_flag 1
==> power breakdown <==
part           switching, mW  internal [mW]  total (mW)
Clock                 0.0165         0.0706      0.0870
Sequential          0.000258         0.0230      0.0232
Combinational         0.0903          0.141       0.232
==> how the worst min path moves through the flow <==
stage                  startpoint     endpoint  slack (ps)  cells past startpoint
final                 o_zero_flag  o_zero_flag         580                      2
after global routing  o_zero_flag  o_zero_flag         600                      2
after CTS             o_zero_flag  o_zero_flag         580                      2
==> routing by layer <==
| metal | global-route usage (%) | part of all wire (%) |
|---|---|---|
| met5 | 0 | 0 |
| met4 | 0.514 | 0.25 |
| met3 | 1.65 | 6.4 |
| met2 | 8.59 | 45 |
| met1 | 7.43 | 48 |
==> area by class of cell <==
cell class              instances  area, µm²  area share [%]
well taps                      70       87.6            5.78
repair buffers                 56        502            33.1
inverters                      11       41.3            2.72
clock buffers                   3       41.3            2.72
multi-input cells              82        805            53.1
flip-flops and latches          2       40.0            2.64
==> critical path, stage by stage <==
cell	delay, ps
sky130_fd_sc_hd__dlygate4sd2_1	240
sky130_fd_sc_hd__ha_2	190
sky130_fd_sc_hd__fa_2	340
sky130_fd_sc_hd__nor2b_4	140
sky130_fd_sc_hd__o21ai_2	140
sky130_fd_sc_hd__a311oi_2	110
sky130_fd_sc_hd__or3_1	390
sky130_fd_sc_hd__nand2_1	90
sky130_fd_sc_hd__clkdlybuf4s50_1	460
==> logic make-up after synthesis <==
family | synth area share, %
XOR/XNOR | 4.21
AND/OR/NAND/NOR | 20.6
AND-OR/OR-AND | 25.0
flip-flops | 4.81
adder cells (fa/ha/maj) | 28.9
multiplexers | 5.56
buffers and inverters | 11.0
Power figures rest on the tool's default switching activity, not on a simulated workload.
