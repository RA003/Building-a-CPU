===== design.v =====
module Register #(
    parameter int DATA_WIDTH = 8
) 
(
    input  logic                   i_clk,    
    input  logic                   i_rst,    
    input  logic                   i_we,     
    input  logic [DATA_WIDTH-1:0]  i_bus,    
    output logic [DATA_WIDTH-1:0]  o_data,   
    output logic [DATA_WIDTH-1:0]  o_bus     
);
    logic [DATA_WIDTH-1:0] reg_value;
    always_ff @(posedge i_clk) begin
        if (i_rst)
            reg_value <= 8'b0;
        else if (i_we)
            reg_value <= i_bus;
    end
    assign o_data = reg_value;
    assign o_bus  = reg_value; 
endmodule

===== run.sh =====
#!/bin/bash
# OpenROAD 26Q1-2900-gdf79404cd8, Yosys 0.63+post, stock flow scripts
make -C /OpenROAD-flow-scripts/flow DESIGN_CONFIG=/design/flow/config.mk WORK_HOME=/design/flow/orfs finish

===== config.mk =====
export PLATFORM = sky130hd
export DESIGN_NAME = Register
export DESIGN_NICKNAME = Register
export VERILOG_FILES = /design/flow/design.v
export SDC_FILE = /design/flow/constraint.sdc
export NUM_CORES = 4
export LEC_CHECK = 1
export CORE_AREA = 10 10 70 70
export DIE_AREA = 0 0 80 80

===== constraint.sdc =====
current_design Register

set clk_period 1.0
set clk_io_pct 0.2

create_clock -name clk0 -period $clk_period [get_ports {i_clk}]

set non_clock_inputs [all_inputs -no_clocks]
set_input_delay [expr $clk_period * $clk_io_pct] -clock clk0 $non_clock_inputs
set_output_delay [expr $clk_period * $clk_io_pct] -clock clk0 [all_outputs]

==> flow_results.org <==
* Implementation run

** Status
- Outcome :: complete, no violations

** Synth
- Post-synthesis cell type with the largest combined area :: sky130_fd_sc_hd__dfxtp_1
- Yosys reports a chip area of 345 µm².
- Count of library flops with an enable pin :: 0
- Share of the synthesized area in the top cell type :: 0.464
- Share of flip-flops with an asynchronous set or reset :: 0
- After synthesis the netlist holds a flip-flop and latch count of 8.
- Counting distinct cell types in the post-synthesis netlist gives 6.
- Summing every instance area after synthesis gives 345 µm².
- Per the post-synthesis stats, the area per cell is 10.2 µm².
- In the Yosys report the total cell count is 34.
- Leading post-synthesis cells by instance count :: 8 x sky130_fd_sc_hd__buf_4, 8 x sky130_fd_sc_hd__dfxtp_1, 8 x sky130_fd_sc_hd__mux2i_1, 8 x sky130_fd_sc_hd__nor2_1
- Synth warnings :: 1
- Number of cells produced by synthesis :: 34
- Biggest area contributors in the synthesized netlist :: sky130_fd_sc_hd__dfxtp_1 46%, sky130_fd_sc_hd__mux2i_1 23%, sky130_fd_sc_hd__buf_4 17%, sky130_fd_sc_hd__nor2_1 8.7%, sky130_fd_sc_hd__buf_6 3.3%
- Top_reg_cell synth :: sky130_fd_sc_hd__dfxtp_1
- Of the synthesized area, sequential elements account for 0.464.

** STA
- After layout, the minimum clock period comes to 0.988 ns.
- In this build the clock could be raised as far as 1010 MHz.
- Max-slew headroom at the worst pin :: 0.899
- In the post-route analysis, the smallest setup slack over all paths is 0.0124 ns.
- The final timing summary puts the cycle share of the worst path at 0.988.
- For the pin with the worst max-slew slack, the measured transition is 0.147 ns.
- Hold is met by 0.502 ns.
- Counting endpoints that fail hold in the final report gives 0.
- Setup repair after global routing missed its margin :: true
- Final setup skew :: 0 ns
- Pins over their slew limit in the final report were tallied at 0.
- Final tally of setup violations :: 0

** Placement
- Worst slack at placement :: -0.193 ns
- Input and output buffers added on the ports amount to 26.
- Final weighted congestion of routability-driven global placement :: 0.702

** Power
- Total power divided by cell area :: 1080 nW/µm²
- The leakage component of the power was reported as 0.316 nW.
- Maximum vdd drop :: 0.221 mV
- The design draws 771 µW.

** Worst hold path
- Class of the tightest hold or removal check :: register to register
- Hold Crit Start :: reg_value[0]$_SDFFE_PP0P_
- The endpoint of the worst hold path is reported as reg_value[0]$_SDFFE_PP0P_.
- Counting instances, the worst hold path has a depth of 2.

** Detailed routing
- TritonRoute output was used to compute an average wire per cell of 11.6 µm.
- In the post-route report, total wirelength is listed as 1260 µm.
- Drt via density :: 3.04
- The routed layout has 328 vias.
- Per the log, the first TritonRoute iteration ended with a DRC count of 4.
- Per the post-route antenna check, the number of violating nets is 0.
- DRC violation count after routing :: 0
- Antenna fix cells :: 0
- First-pass detailed-route iteration total :: 2

** Die
- Per the OpenROAD floorplan log, the width of the die is 80 µm.
- The floorplan step set the die height to 80 µm.
- Effective utilization at floorplan :: 0.101
- The chip occupies about 6400 µm².
- Placeable core region :: between 3000 and 4000 µm²
- Count of standard-cell rows :: 21
- Number of top-level pins :: 27

** Clock tree
- TritonCTS created 3 clock buffers.
- Clock tree root driver cell :: sky130_fd_sc_hd__clkbuf_4
- The clock reaches the later pin of the worst-skew pair after 0.25 ns.
- CTS built an H-tree with a depth of 1.
- TritonCTS built the clock tree.
- Max Buffers Root-to-Sink :: 2
- CTS sink cnt :: 8
- Looking at the worst setup and hold paths, the clock pins of their registers show a slew of 0.06 ns.

** Run
- Summing over the stages, the warning tally comes to 26.
- Max-capacitance violation count :: 0

** Critical path
- Critical Path Slowest Stage Cell :: sky130_fd_sc_hd__dfxtp_2
- Per STA, the library cell used most along the worst path is sky130_fd_sc_hd__buf_6.
- CP Data Arrival Time :: 0.79 ns
- The worst setup path is of the register to output pin kind.
- STA classifies the critical path startpoint as a register.
- The worst register-to-register path has a setup slack of between 0.2 and 0.3 ns.
- The worst register-to-register path ends at reg_value[3]$_SDFFE_PP0P_.
- Reg2reg path depth :: 3
- Slowest cell delay on critical path :: 0.33 ns
- Worst Setup End Kind :: output pin
- In this run the worst path has a maximum fanout of 2.
- Reg-to-Reg Start :: reg_value[3]$_SDFFE_PP0P_
- Per STA, the worst path is made up of buf_6 -> buf_6.
- Endpoint required time on the critical path :: 0.80 ns

** Cells and area
- More flip-flops sit in one register than any other, and that register is reg_value.
- The largest registers in the layout are reg_value: 8 flops.
- The register with the most flip-flops in the layout has 8 of them.
- In the final layout, the share of cells above drive strength 1 is 0.419.
- Per the run report, area growth between synthesis and finish was 106%.

** GRT
- Entering global routing, the biggest net connects 6 pins.
- The number of global-route vias before repair came to 354.
- Recorded from the global router log, the overflow total was 0.
- Overall routing resource usage recorded by global route was 0.0376.
- The first global-routing pass estimated 1870 µm of wire.
- The number of antenna violations at the first check in global routing is 0.
==> routing by layer <==
metal / track usage / vias to the layer above / part of all wire
met5: 0 / - / 0
li1: - / 159 / -
met4: 0.00880 / 0 / 0.010
met3: 0.0227 / 2 / 0.14
met2: 0.0642 / 16 / 0.50
met1: 0.0383 / 151 / 0.35
==> worst max-delay path: cells and delay by family (launching register included) <==
kind	cells	cell delay, ns
flip-flops	1	0.33
buffers and inverters	2	0.21
==> where the power goes <==
group	internal, mW	leakage [nW]	switching [mW]	total, mW
sequential	0.342	0.0689	0.0139	0.356
combinational	0.132	0.233	0.0453	0.177
clock	0.137	0.0138	0.101	0.237
total	0.611	0.316	0.160	0.771
==> worst max path at each step <==
stage,startpoint,end,cells past startpoint
5_1_grt,i_we,reg_value[3]$_SDFFE_PP0P_,4
6_report,reg_value[1]$_SDFFE_PP0P_,o_bus[1],2
4_1_cts,reg_value[6]$_SDFFE_PP0P_,o_data[6],2
==> kinds of logic after synthesis <==
| group | after synthesis | share of synthesized area |
|---|---|---|
| buffers and inverters | 10 | 0.217 |
| flip-flops | 8 | 0.464 |
| AND/OR/NAND/NOR | 8 | 0.0870 |
| multiplexers | 8 | 0.232 |
==> final cells by class <==
| class | instances | area, µm² |
|---|---|---|
| Clock buffer | 3 | 22.5 |
| Fill cell | 374 | 2700 |
| Multi-Input combinational cell | 16 | 110 |
| Sequential cell | 8 | 170 |
| Tap cell | 46 | 57.6 |
| Timing Repair Buffer | 35 | 352 |
==> placed cells by master (no fill, tap or decap) <==
| cell type | n |
|---|---|
| sky130_fd_sc_hd__mux2i_1 | 8 |
| sky130_fd_sc_hd__clkbuf_4 | 3 |
| sky130_fd_sc_hd__clkdlybuf4s50_1 | 10 |
| sky130_fd_sc_hd__dfxtp_2 | 8 |
| sky130_fd_sc_hd__buf_4 | 3 |
| sky130_fd_sc_hd__buf_2 | 1 |
| sky130_fd_sc_hd__clkdlybuf4s15_1 | 10 |
| sky130_fd_sc_hd__nor2_1 | 8 |
| sky130_fd_sc_hd__buf_6 | 11 |
==> stage by stage <==
step	cells	utilization	cell area (µm²)	setup TNS, ns
finish	108	0.208	712	0
global route	108	0.208	712	-0.0762
CTS	109	0.201	688	0
detailed placement	100	0.181	618	-1.68
global placement	100	0.181	618	-1.55
floorplan	34	-	345	0
==> timing repair <==
action	4_1_cts	5_1_grt
endpoints found under the setup margin	16	8
buffers inserted	6	0
gates resized	52	6
hold buffers	0	0
No activity file was given, so power comes from the tool's default toggle rates.
